<file path="flow/design.v">
module alu(
    input wire [7:0] a,
    input wire [7:0] b,
    input wire [3:0] imm,
    input wire [1:0] opcode,
    output wire [7:0] alu_out,
    output wire wen,
    output wire wen_pc
);
    assign alu_out = opcode[1] ? {4'b0, imm} : (a + b);
    assign wen = !(opcode == 2'b11);
    assign wen_pc = !(a == b) && (opcode == 2'b11);
endmodule
</file>
<file path="flow/run.sh">
#!/bin/bash
# OpenROAD 26Q1-2900-gdf79404cd8, Yosys 0.63+post, stock flow scripts
make -C /OpenROAD-flow-scripts/flow DESIGN_CONFIG=/design/flow/config.mk WORK_HOME=/design/flow/orfs finish
</file>
<file path="flow/config.mk">
export PLATFORM = sky130hd
export DESIGN_NAME = alu
export DESIGN_NICKNAME = alu
export VERILOG_FILES = /design/flow/design.v
export SDC_FILE = /design/flow/constraint.sdc
export NUM_CORES = 4
export LEC_CHECK = 1
export CORE_AREA = 10 10 70 70
export DIE_AREA = 0 0 80 80
</file>
<file path="flow/constraint.sdc">
current_design alu

set clk_period 6.2
set clk_io_pct 0.2

create_clock -name clk0 -period $clk_period

set non_clock_inputs [all_inputs -no_clocks]
set_input_delay [expr $clk_period * $clk_io_pct] -clock clk0 $non_clock_inputs
set_output_delay [expr $clk_period * $clk_io_pct] -clock clk0 [all_outputs]
</file>
==> impl_metrics.ini <==
; yosys + openroad results
[min_path]
worst_hold_path_type = in2out
holdCritStartpoint = imm[1]

[worst_setup_path]
start_kind = primary input
max_stage_delay_ps = 510
cp.buffers_inverters = 3
worst-setup-path-type = in2out
critical_path_peak_fanout = 3
worst-endpoint-arrival_ps = 3410
cp_cell_sequence = clkdlybuf4s50_1 -> ha_1 -> inv_1 -> fa_1 -> nor2b_4 -> o21a_1 -> nor3_1 -> nor3_1 -> clkdlybuf4s50_1
timing.critical_path.slowest_stage_cell = sky130_fd_sc_hd__clkdlybuf4s50_1
required_ps = 4960
worst_setup_path_end_kind = output pin
critPathLaunch = a[0]
critPathTopFamily = buffers and inverters

[synthesis]
post-synth-top-area-fraction = 0.2047
synth.most_common_cell = sky130_fd_sc_hd__ha_1
synth-compound-area-share = 0.3363
top_logic_kind = AND-OR/OR-AND gates
synthSimpleGateAreaFrac = 0.2310
synthesis.area_sq_um = 427.9
synth.lib_cells_used.distinct = 30
synth_sequential_area_ratio = 0
syn-instance-count = 58
post-synth-top-area-cell = sky130_fd_sc_hd__ha_1
synth.top_cells.by_count = sky130_fd_sc_hd__ha_1, sky130_fd_sc_hd__nor3_1, sky130_fd_sc_hd__a21oi_1, sky130_fd_sc_hd__inv_1, sky130_fd_sc_hd__nand2_1
chip_area_line_of_the_yosys_report_sq_um = 427.9
synth_stat.cells = 58
synth.top_cells.by_area = sky130_fd_sc_hd__ha_1, sky130_fd_sc_hd__nor3_1, sky130_fd_sc_hd__a21oi_1
synth-warning-count = 0
ys_sh_mux = 0.04971
synth.cellmix.xorXnorShare = 0.06140
synth.cellmix.adderShare = 0.2515
syn_avg_cell_area_sq_um = 7.378

[drt]
vias_per_cell = 3.836
remaining_drc_errors = 0
diodes = 0
drt_first_iter_violations = 19
num_vias = 514
post_drt_wl_per_cell_um = 11.39
detail-route-antenna-nets = 0
postRouteWirelength_um = 1526
detail_route.first_pass.iterations = 3

[sta]
worst-slew-pin-transition_ps = 433.2
final_min_period_over_clock_period = 0.7506
hold_viol_final = 0
post-route-min-period_ps = 4654
max_slew_violation_count = 0
max_clock_freq_mhz = 214.9
sum_of_negative_setup_slack_ps = 0
rsz_0062_raised_after_global_routing = false
setup_viol = 0
worst_slew_margin_rel = 0.7103

[place]
numPortBuffers = 32
dp.final_hpwl_um = 1368
dpl.cell_count = 134
routabilityCongestion = 0.7971
placed_cell_area_sq_um = 790.8

[die]
initial_core_util = 0.1253
die_h_um = 80
coreArea_sq_um = 3416
num_io_pins = 32
die_x_um = 80
chipArea_sq_um = 6400
rows = 21

[cells_and_area]
post-route-cell-area_sq_um = 790.8
final_cell_count_no_fill = 134
drive_above_1_share = 0.05682
synthToLayoutAreaGrowth_pct = 84.80
seq_cell_count = 0
ff_latch_area_sq_um = 0
number_of_clock_tree_buffers_in_the_layout = 0

[run_status]
outcome = complete, no violations

[clock_tree]
postCtsSetupBuffers = 0
post_cts_hold_buffer_count = 0
post_cts.resized_instances = 0

[global_routing]
grt_pass1_vias = 511
grt_pass1_wl_um = 2359
grt_start_max_net_pins = 13
antenna_found_initial = 0
grtUsageTotal = 0.04413
grt.overflow.total = 0

[run]
number_of_maximum_capacitance_constraint_violations = 0
log.warning_count = 32

[power_and_ir_drop]
total_leakage_power_nw = 0.3125
design_power_total_w = 0.00006391
power_density_nw_per_um2 = 80.82
ir_drop_v = 0.00001718
-- metrics by stage --
step                utilization  worst slack (ps)  hold WS [ps]
global placement         0.2315              1544          3394
detailed placement       0.2315              1540          3390
floorplan                     -              2644          2510
CTS                      0.2315              1511          3397
finish                   0.2315              1546          3389
global route             0.2315              1355          3441
-- area by class of cell --
cell class                 instances  area, sq um
fill                             383         2625
timing repair buffer              32        320.3
multi-input combinational         52        397.9
tap                               46        57.56
inverter                           4        15.01
-- routing by layer --
layer	part of all wire	vias up	track usage	routed length [um]
met3	0.17	0	0.02500	262
met1	0.40	216	0.05218	615
li1	-	280	-	-
met4	0	0	0	0
met5	0	-	0	0
met2	0.42	18	0.07223	647
-- final timing paths --
| kind | depth (start not counted) | to | slack, ps |
|---|---|---|---|
| worst max-delay path | 9 | alu_out[4] | 1550 |
| worst min-delay path | 4 | alu_out[1] | 3390 |
-- cells by family (layout without fill, tap and decap cells) --
kind of cell | count (synthesis) | count (layout)
AND-OR/OR-AND | 21 | 21
XOR/XNOR | 3 | 3
adder cells (fa/ha/maj) | 8 | 8
AND/OR/NAND/NOR | 18 | 18
buffers and inverters | 6 | 36
multiplexers | 2 | 2
-- placed cells by master (no fill, tap or decap) --
cell,n
sky130_fd_sc_hd__o311ai_0,1
sky130_fd_sc_hd__or3_1,1
sky130_fd_sc_hd__o21ai_1,3
sky130_fd_sc_hd__nor3_1,6
sky130_fd_sc_hd__nand3_1,2
sky130_fd_sc_hd__nor4_1,1
sky130_fd_sc_hd__mux2i_1,1
sky130_fd_sc_hd__a211oi_2,1
sky130_fd_sc_hd__fa_1,1
sky130_fd_sc_hd__xor2_1,2
sky130_fd_sc_hd__a21oi_2,1
sky130_fd_sc_hd__clkdlybuf4s50_1,32
sky130_fd_sc_hd__nand2b_1,1
sky130_fd_sc_hd__nand2_1,4
sky130_fd_sc_hd__a21oi_1,4
sky130_fd_sc_hd__nor2_1,1
sky130_fd_sc_hd__o31a_2,1
sky130_fd_sc_hd__a21o_1,2
sky130_fd_sc_hd__a31oi_1,1
sky130_fd_sc_hd__ha_1,7
sky130_fd_sc_hd__o21ai_0,3
sky130_fd_sc_hd__mux2_2,1
sky130_fd_sc_hd__o21a_1,2
sky130_fd_sc_hd__o21bai_1,1
sky130_fd_sc_hd__inv_1,4
sky130_fd_sc_hd__nor3b_1,1
sky130_fd_sc_hd__nor2b_4,1
sky130_fd_sc_hd__o211a_1,1
sky130_fd_sc_hd__xnor2_1,1
-- where the power goes --
part,switching [W],internal (W),leakage [nW]
Clock,0,0,0
Sequential,0,0,0
Combinational,0.0000241,0.0000398,0.313
No activity file was given, so power comes from the tool's default toggle rates.
