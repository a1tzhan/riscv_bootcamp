<file path="design/flow/run.sh">
#!/bin/bash
# OpenROAD 26Q1-2900-gdf79404cd8, Yosys 0.63+post, stock flow scripts
make -C /OpenROAD-flow-scripts/flow DESIGN_CONFIG=/design/flow/config.mk WORK_HOME=/design/flow/orfs finish
</file>
<file path="design/flow/design.v">
module pc(
    input wire [3:0] addr,
    input wire clk,
    input wire rst,
    input wire ext_wen,
    output wire [3:0] q
);
    reg [3:0] q_reg;
    assign q = q_reg;
    wire [3:0] d_in;
    assign d_in = ext_wen ? addr : (q_reg + 4'b1);
    register4 pc_reg(
        .clk(clk),
        .rst(rst),
        .wen(1),
        .d(d_in),
        .q(q_reg)
    );
endmodule
module register4(
    input wire clk,
    input wire rst,
    input wire wen,
    input wire [3:0] d,
    output wire [3:0] q
);
    reg [3:0] q_reg;
    assign q = q_reg;
    always @(posedge clk or posedge rst) begin
        if (rst) q_reg <= 4'b0;
        else if (wen && !rst) q_reg <= d;
    end
endmodule
</file>
<file path="design/flow/constraint.sdc">
current_design pc

set clk_period 1.7
set clk_io_pct 0.2

create_clock -name clk0 -period $clk_period [get_ports {clk}]

set non_clock_inputs [all_inputs -no_clocks]
set_input_delay [expr $clk_period * $clk_io_pct] -clock clk0 $non_clock_inputs
set_output_delay [expr $clk_period * $clk_io_pct] -clock clk0 [all_outputs]
</file>
<file path="design/flow/config.mk">
export PLATFORM = sky130hd
export DESIGN_NAME = pc
export DESIGN_NICKNAME = pc
export VERILOG_FILES = /design/flow/design.v
export SDC_FILE = /design/flow/constraint.sdc
export NUM_CORES = 4
export LEC_CHECK = 1
export CORE_AREA = 10 10 70 70
export DIE_AREA = 0 0 80 80
</file>
==> out/qor.tcl <==
set qor(floorplan.core_util_pct) 6.59
set qor(core_region_area_um2) 3420
set qor(finalClockPeriodUsage_pct) 85.9
set qor(largest_register_ffs) 4
set qor(timing.slew.headroom_pct) 79.5
set qor(synthTopCellsByArea) {sky130_fd_sc_hd__dfrtp_1, sky130_fd_sc_hd__o21ai_0, sky130_fd_sc_hd__nand2_1}
set qor(timing_worst_slew_pin_value_ns) 0.306
set qor(largest_area_cell) {sky130_fd_sc_hd__dfrtp_1}
set qor(grt_max_degree) 10
set qor(die_x_extent_um) 80
set qor(hold_path_startpoint) {pc_reg.q_reg[1]}
set qor(overall_global_routing_usage_pct) 1.76
set qor(power.density_nw_per_um2) 842
set qor(cts_resized) 0
set qor(yosysWarnings) 2
set qor(max_stage_delay_ns) 0.49
set qor(min_path_type) {reg -> reg}
set qor(startpoint_of_the_worst_slack_reg_to_reg_timing_path) {pc_reg.q_reg[0]}
set qor(hold_violations) 0
set qor(tritoncts.num_buffers) 3
set qor(cpLargestDelayFamily) {buffers and inverters}
set qor(total_standard_cell_area_after_synthesis_um2) 225
set qor(fmaxAchievable_ghz) 0.684
set qor(wire_length_of_the_first_global_routing_pass_um) 966
set qor(cts.clk_slew.worst_paths_ns) 0.04
set qor(start_kind) {flip-flop}
set qor(die-area_um2) 6400
set qor(run_status) {completed}
set qor(postRouteAntennaNets) 0
set qor(vias_in_the_first_global_route) 242
set qor(number_of_warnings_in_the_stage_logs) 25
set qor(pre_cts_ws_ns) 0.170
set qor(pin_count) 11
set qor(worstSetupStartpoint) {pc_reg.q_reg[0]}
set qor(postCtsSetupRepairBufs) 0
set qor(final.setup.worst_slack_ns) 0.239
set qor(floorplan.rows) 21
set qor(yosys.area.top_type_share_pct) 44.4
set qor(critical_path.n_buffers_inverters) 1
set qor(max_cap_violations) 0
set qor(drtPass1Iterations) 2
set qor(avgRoutedWirePerCell_um) 7.37
set qor(clock_tree.htree_level_count) 1
set qor(top_layout_cell) {sky130_fd_sc_hd__clkdlybuf4s50_1}
set qor(postRouteWirelength_um) 619
set qor(postSynthAreaPerCell_um2) 9.01
set qor(vias) 238
set qor(setup.worst_path.class) {reg -> out}
set qor(cts-root-to-sink-buffers) 2
set qor(finalWorstPathRequiredPeriod_ns) 1.46
set qor(layout.cells.most_common_list) {sky130_fd_sc_hd__clkdlybuf4s50_1, sky130_fd_sc_hd__nand2_1, sky130_fd_sc_hd__o21ai_0, sky130_fd_sc_hd__dfrtp_1, sky130_fd_sc_hd__clkbuf_4}
set qor(final.setup_skew_ns) 0.00255
set qor(synth-seq-cells) 4
set qor(post_cts_hold_fix_bufs) 0
set qor(detail_route.iter0.violations) 1
set qor(synthesis.instances) 25
set qor(cpMaxStageDelayCell) {sky130_fd_sc_hd__clkdlybuf4s50_1}
set qor(area_growth_pct) 81.1
set qor(port-buffer-count) 10
set qor(accumulated_negative_setup_slack_ns) 0
set qor(grt_remaining_overflow) 0
set qor(fin_hold_ws_ns) 0.542
set qor(layout-drive-gt1-share_pct) 13.2
set qor(rsz_0062_raised_after_global_routing) {no}
set qor(ant_diodes) 0
set qor(numClockSinks) 4
set qor(die_h_um) 80
set qor(yosys.cell_types.count) 14
set qor(worstSetupEndpointType) {primary output}
set qor(critPathMaxFanout) 5
set qor(final-setup-viol-count) 0
set qor(post-layout-total-power_mw) 0.343
set qor(timing.critical_path.cells) {clkdlybuf4s50_1}
set qor(post_drt_via_cell_ratio) 2.83
set qor(clkLatencyLatePin_ns) 0.23
set qor(ys_seq_share_pct) 44.4
set qor(report.final.slew_viol_count) 0
set qor(ctsRootBufferMaster) {sky130_fd_sc_hd__clkbuf_4}
set qor(peakVddDrop_v) 0.000110
set qor(cp_data_arrival_time_ns) 1.12
set qor(final_util_pct) 11.9
set qor(drt_drc_violations_left) 0
set qor(tritoncts) {built}
set qor(synth-cells-yosys) 25
set qor(initial_antenna_violation_count) 0
set qor(synth_chip_area_um2) 225
set qor(rd_place_congestion) 0.691
set qor(timing.critical_path.required_ns) 1.36
set qor(num-fill-cells) 392
set qor(power.static_leakage_nw) 0.161
synth_stat cells:
library cell / count
sky130_fd_sc_hd__a311o_1: 1
sky130_fd_sc_hd__inv_1: 2
sky130_fd_sc_hd__ha_1: 1
sky130_fd_sc_hd__mux2_2: 1
sky130_fd_sc_hd__buf_2: 1
sky130_fd_sc_hd__nor4_1: 1
sky130_fd_sc_hd__nand3b_1: 1
sky130_fd_sc_hd__a22oi_1: 1
sky130_fd_sc_hd__dfrtp_1: 4
sky130_fd_sc_hd__nand2_1: 4
sky130_fd_sc_hd__nand3_1: 1
sky130_fd_sc_hd__nor2_1: 2
sky130_fd_sc_hd__mux2i_1: 1
sky130_fd_sc_hd__o21ai_0: 4
where the power goes:
part | switching, mW | internal, mW
registers | 0.0190 | 0.114
logic | 0.0284 | 0.0651
clock network | 0.0374 | 0.0789
total | 0.0849 | 0.258
layer usage:
layer	vias up	GRT usage, %	share of wire [%]
li1	117	-	-
met1	108	2.07	39
met2	11	2.41	40
met3	2	0.795	16
met4	0	1.41	4.2
met5	-	0	0
final timing paths:
check                                       end  slack [ns]  cells past startpoint
worst min register to register  pc_reg.q_reg[1]        0.54                      2
worst min-delay path            pc_reg.q_reg[1]        0.54                      2
max in group asynchronous       pc_reg.q_reg[1]        1.02                      3
min in group asynchronous       pc_reg.q_reg[0]        0.57                      3
worst max register to register  pc_reg.q_reg[1]        0.64                      3
worst max-delay path                       q[0]        0.24                      1
cells by family (layout without fill, tap and decap cells):
logic type / after synthesis / count (layout) / synth area share [%]
muxes: 2 / 2 / 9.44
AOI/OAI and AO/OA: 6 / 6 / 16.7
DFF: 4 / 4 / 44.4
adders and majority gates: 1 / 1 / 5.55
buffers and inverters: 3 / 16 / 5.55
and+or+nand+nor: 9 / 9 / 18.3
layout make-up:
class	instances	area, um^2	share of cell area [%]
Inverter	2	7.51	1.84
Clock buffer	3	22.5	5.52
Timing Repair Buffer	11	108	26.4
Tap cell	46	57.6	14.1
Sequential cell	4	100	24.5
Multi-Input combinational cell	18	113	27.6
per-stage QoR:
| step | instance area (um^2) | instances |
|---|---|---|
| floorplan | 225 | 25 |
| global placement | 385 | 81 |
| detailed placement | 385 | 81 |
| CTS | 408 | 84 |
| global route | 408 | 84 |
| finish | 408 | 84 |
Power is estimated from default activity; no workload was simulated.
