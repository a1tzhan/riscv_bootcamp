### design/flow/config.mk
export PLATFORM = sky130hd
export DESIGN_NAME = register_file
export DESIGN_NICKNAME = register_file
export VERILOG_FILES = /design/flow/design.v
export SDC_FILE = /design/flow/constraint.sdc
export NUM_CORES = 4
export LEC_CHECK = 1
export CORE_UTILIZATION = 30
### design/flow/constraint.sdc
current_design register_file

set clk_period 2.0
set clk_io_pct 0.2

create_clock -name clk0 -period $clk_period [get_ports {clk}]

set non_clock_inputs [all_inputs -no_clocks]
set_input_delay [expr $clk_period * $clk_io_pct] -clock clk0 $non_clock_inputs
set_output_delay [expr $clk_period * $clk_io_pct] -clock clk0 [all_outputs]
### design/flow/design.v
module register(
    input wire clk,
    input wire rst,
    input wire wen,
    input wire [7:0] d, 
    output wire [7:0] q
);
    reg [7:0] q_reg;
    assign q = q_reg;
    always @(posedge clk or posedge rst) begin
        if (rst) q_reg <= 8'b0;
        else if(wen && !rst) q_reg <= d;
    end
endmodule   
module register_file(
    input wire clk,
    input wire rst,
    input wire [7:0] data,
    input wire wen,
    input wire [1:0] rs1,
    input wire [1:0] rs2,
    input wire [1:0] rd,
    output wire [7:0] q1,
    output wire [7:0] q2,
    output wire [7:0] r0,
    output wire [7:0] r1,
    output wire [7:0] r2,
    output wire [7:0] r3
);
    reg [7:0] q1_reg;
    reg [7:0] q2_reg;
    assign q1 = q1_reg;
    assign q2 = q2_reg;
    wire [7:0] reg0_to_mux;
    wire [7:0] reg1_to_mux;
    wire [7:0] reg2_to_mux;
    wire [7:0] reg3_to_mux;
    assign r0 = reg0_to_mux;
    assign r1 = reg1_to_mux;
    assign r2 = reg2_to_mux;
    assign r3 = reg3_to_mux;
    register reg0(
        .clk(clk),
        .rst(rst),
        .wen(wen && (rd == 2'b00)),
        .d(data),
        .q(reg0_to_mux)
    );
    register reg1(
        .clk(clk),
        .rst(rst),
        .wen(wen && (rd == 2'b01)),
        .d(data),
        .q(reg1_to_mux)
    );
    register reg2(
        .clk(clk),
        .rst(rst),
        .wen(wen && (rd == 2'b10)),
        .d(data),
        .q(reg2_to_mux)
    );
    register reg3(
        .clk(clk),
        .rst(rst),
        .wen(wen && (rd == 2'b11)),
        .d(data),
        .q(reg3_to_mux)
    );
    always @(*) begin
        case (rs1)
            2'b00: q1_reg = reg0_to_mux;
            2'b01: q1_reg = reg1_to_mux;
            2'b10: q1_reg = reg2_to_mux;
            2'b11: q1_reg = reg3_to_mux;
        endcase
        case (rs2)
            2'b00: q2_reg = reg0_to_mux;
            2'b01: q2_reg = reg1_to_mux;
            2'b10: q2_reg = reg2_to_mux;
            2'b11: q2_reg = reg3_to_mux;
        endcase
    end
endmodule
### design/flow/run.sh
#!/bin/bash
# OpenROAD 26Q1-2900-gdf79404cd8, Yosys 0.63+post, stock flow scripts
make -C /OpenROAD-flow-scripts/flow DESIGN_CONFIG=/design/flow/config.mk WORK_HOME=/design/flow/orfs finish
==> metrics.json <==
{
  "fp_util": {"value": 31.4, "unit": "%"},
  "post_synth.cell_area_avg": {"value": 17.7, "unit": "um2"},
  "fp-row-count": {"value": 26},
  "final-hold-violation-count": {"value": 0},
  "critPathMaxStageDelay": {"value": 480, "unit": "ps"},
  "hold_buffers": {"value": 0},
  "post_place_worst_slack": {"value": -390, "unit": "ps"},
  "global_route.usage.total": {"value": 16.7, "unit": "%"},
  "hp_class": {"value": "reg -> reg"},
  "num_antenna_cells": {"value": 0},
  "area_growth_syn_to_layout": {"value": 67.7, "unit": "%"},
  "fin_ws": {"value": 41.9, "unit": "ps"},
  "worstMarginPinSlew": {"value": 414, "unit": "ps"},
  "drtAntennaViolNets": {"value": 0},
  "crit_path_top_delay_cell": {"value": "mux4_2"},
  "gpl.final_weighted_congestion": {"value": 0.837},
  "layout_top_cells": {"value": "44 x clkdlybuf4s50_1, 32 x mux2_2, 32 x dfrtp_1"},
  "grt_overflow": {"value": 0},
  "worst-endpoint-arrival": {"value": 1560, "unit": "ps"},
  "worstPathCellList": {"value": "clkdlybuf4s15_2 > buf_6 > buf_4 > mux4_2 > dlygate4sd2_1"},
  "leakagePower": {"value": 0.00120, "unit": "uW"},
  "core": {"value": 5140, "unit": "um2"},
  "ys_cells": {"value": 91},
  "finalClockSkew": {"value": 0, "unit": "ps"},
  "antenna_found_initial": {"value": 0},
  "die_height": {"value": 75.3, "unit": "um"},
  "start_kind": {"value": "input port"},
  "cts_made_buffers": {"value": 5},
  "clock_root_buffer": {"value": "clkbuf_8"},
  "critPathMaxFanout": {"value": 4},
  "clkSlewWorstSetupHoldPaths": {"value": 60, "unit": "ps"},
  "remaining_drcs": {"value": 0},
  "critPathRequiredTime": {"value": 1600, "unit": "ps"},
  "first_pass_grt_wire_length": {"value": 6600, "unit": "um"},
  "grt_max_degree": {"value": 33},
  "yosysChipArea": {"value": 1610, "unit": "um2"},
  "cts_buffer_depth": {"value": 2},
  "clock_tree.htree_level_count": {"value": 2},
  "fin_crit_sh": {"value": 97.9, "unit": "%"},
  "endpoint_kind": {"value": "output port"},
  "timing.max_cap.violations": {"value": 0},
  "numPortBuffers": {"value": 64},
  "via_count": {"value": 1228},
  "final.min_clock_period": {"value": 1960, "unit": "ps"},
  "die-width": {"value": 75.3, "unit": "um"},
  "relSlewSlack": {"value": 72.4, "unit": "%"},
  "report.final.setup_viol": {"value": 0},
  "synth-seq-area-share": {"value": 49.7, "unit": "%"},
  "criticalPathCategory": {"value": "in -> out"},
  "post_route_cells_drive_above_1_share": {"value": 49.5, "unit": "%"},
  "clock.latency.late_pin": {"value": 280, "unit": "ps"},
  "place.detailed.instances": {"value": 231},
  "initial_drc_count": {"value": 37},
  "unrepaired_setup_endpoints_after_global_routing": {"value": "false"},
  "warning_count": {"value": 25},
  "top_level_ports": {"value": 65},
  "chip_area": {"value": 5670, "unit": "um2"},
  "synthesis.instances": {"value": 91},
  "first_global_vias": {"value": 1249},
  "drt_first_pass_iters": {"value": 4},
  "tritoncts": {"value": "done"},
  "numClockSinks": {"value": 32},
  "yosys_warnings": {"value": 2},
  "layout_top_cell": {"value": "clkdlybuf4s50_1"},
  "fmaxAchievable": {"value": 511, "unit": "MHz"},
  "detailed_place_hpwl": {"value": 3020, "unit": "um"},
  "synth_flop_count": {"value": 32},
  "layoutNonFillerInstCount": {"value": 258},
  "outcome": {"value": "completed"},
  "synth_area": {"value": 1610, "unit": "um2"},
  "drt-vias-per-instance": {"value": 4.76},
  "worst_ir_drop_on_vdd": {"value": 0.414, "unit": "mV"},
  "synth.lib_cells_used.distinct": {"value": 8},
  "pwr_density_cell": {"value": 870, "unit": "nW/um2"},
  "slew_viol_final": {"value": 0},
  "routed_wire_length_per_instance": {"value": 16.9, "unit": "um"},
  "drt-total-wl": {"value": 4350, "unit": "um"}
}
## per-stage QoR
stage	utilization (%)	area, um2	setup TNS (ps)	hold slack [ps]	power, uW
final	52.6	2710	0	556	2350
after global routing	52.6	2710	0	572	2490
after global placement	47.4	2440	-5890	533	1720
after CTS	51.1	2630	0	561	2340
after floorplan	-	1610	0	491	1150
after detailed placement	47.4	2440	-5770	545	1730
## power by group
part / leakage (uW) / total [uW] / switching (uW) / internal [uW]
Sequential: 0.000384 / 929 / 138 / 791
Combinational: 0.000757 / 823 / 160 / 662
Clock: 0.0000552 / 602 / 232 / 369
## synthesized netlist by cell type
cell type | number | share of area (%)
nor4b_4 | 1 | 1.5
dfrtp_1 | 32 | 50
inv_1 | 1 | 0.23
mux2_2 | 32 | 22
and4bb_2 | 2 | 1.6
buf_2 | 6 | 1.9
mux4_2 | 16 | 22
nand4b_1 | 1 | 0.54
## routing by layer
layer	vias to the layer above	global-route usage [%]	share of wire, %
li1	548	-	-
met1	634	25.5	44
met2	41	27.1	50
met3	5	3.62	5.7
met4	0	1.44	0.48
met5	-	0	0
## critical path, delay by kind of cell
kind                   cells  cell delay (ps)
buffers and inverters      4              680
muxes                      1              480
## layout make-up
class / count / area (um2)
Clock buffer: 6 / 72.6
Clock inverter: 2 / 35.0
Fill cell: 455 / 2430
Inverter: 1 / 3.75
Multi-Input combinational cell: 52 / 778
Sequential cell: 32 / 801
Tap cell: 70 / 87.6
Timing Repair Buffer: 95 / 927
## path summary, 6_finish.rpt
| path | startpoint | endpoint | slack (ps) | cells past startpoint |
|---|---|---|---|---|
| worst max-delay path | rs2[1] | q2[0] | 40 | 5 |
| worst min-delay path | reg0.q_reg[4]$_DFFE_PP0P_ | reg0.q_reg[4]$_DFFE_PP0P_ | 560 | 1 |
| worst max register to register | reg3.q_reg[6]$_DFFE_PP0P_ | reg3.q_reg[6]$_DFFE_PP0P_ | 970 | 3 |
| worst min register to register | reg0.q_reg[4]$_DFFE_PP0P_ | reg0.q_reg[4]$_DFFE_PP0P_ | 560 | 1 |
| max in group asynchronous | rst | reg3.q_reg[6]$_DFFE_PP0P_ | 1050 | 3 |
| min in group asynchronous | rst | reg0.q_reg[1]$_DFFE_PP0P_ | 660 | 3 |
## kinds of logic (layout without fill, tap and decap cells)
| family | after synthesis | after routing | share of synthesized area [%] |
|---|---|---|---|
| mux | 48 | 48 | 44.7 |
| flops | 32 | 32 | 49.7 |
| simple gates | 4 | 4 | 3.57 |
| buf+inv | 7 | 104 | 2.09 |
## repair_timing
item,in CTS,in global routing
gates cloned,0,0
endpoints found under the setup margin,16,9
resized,27,9
buffers inserted,11,8
Power figures rest on the tool's default switching activity, not on a simulated workload.
